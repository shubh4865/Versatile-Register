===== flow/constraint.sdc =====
current_design versatile_register

set clk_period 1.4
set clk_io_pct 0.2

create_clock -name clk0 -period $clk_period [get_ports {clk}]

set non_clock_inputs [all_inputs -no_clocks]
set_input_delay [expr $clk_period * $clk_io_pct] -clock clk0 $non_clock_inputs
set_output_delay [expr $clk_period * $clk_io_pct] -clock clk0 [all_outputs]

===== flow/design.v =====
module LFSR (
    input wire clk,
    input wire reset,
    output reg [3:0] lfsr_out
);
    wire feedback;
    assign feedback = lfsr_out[3] ^ lfsr_out[2];
    always @(posedge clk or posedge reset) begin
        if (reset) begin
            lfsr_out <= 4'b1111;  
        end else begin
            lfsr_out <= {lfsr_out[2:0], feedback};  
        end
    end
endmodule
module PIPO(
input wire parin3,parin2,parin1,parin0,clk,reset,
output reg Q3,Q2,Q1,Q0
);
always @(posedge clk or posedge reset)
       begin 
            if (reset) 
          begin
              Q3<=1'b0;
              Q2<=1'b0;
              Q1<=1'b0;
              Q0<=1'b0;
           end
          else 
             begin
              Q3<=parin3;
              Q2<=parin2;
              Q1<=parin1;
              Q0<=parin0;
             end 
         end
endmodule
module counter(
input wire Q0,Q1,Q2,Q3,
output wire S0,S1,S2,S3,carry
);
 wire C0,C1,C2;
assign S0=Q0^1'b1;
assign C0=Q0&1'b1;
assign S1=Q1^C0;
assign C1=Q1&C0;
assign S2=Q2^C1;
assign C2=Q2&C1;
assign S3=Q3^C2;
assign carry=Q3&C2;
endmodule 
module siso(
input wire serialin,clk,reset,
output reg serialout
);
reg q0,q1,q2,q3;
always @ (posedge clk or posedge reset)
     begin
      if (reset) 
             begin
                  q0<=1'b0;
                   q1<=1'b0;
                    q2<=1'b0;
                     q3<=1'b0;
               end
     else
              begin
                  q3<=serialin;
                   q2<=q3;
                    q1<=q2;
                     q0<=q1;
               end 
     end
always @ (posedge clk or posedge reset)
     begin
if (reset) 
    begin
        serialout<=1'b0;
     end
        else begin
            serialout<= q0;
              end
    end
endmodule
module versatile_register (
    input wire parin3, parin2, parin1, parin0,   
    input wire serialin,                         
    input wire clk,                              
    input wire reset,                            
    input wire preset,                           
    input wire [1:0] C,                          
    output reg Q3, Q2, Q1, Q0,                   
    output wire serialout,                       
    output wire carry                            
);
    wire [3:0] pipo_out;                         
    wire [3:0] counter_out;                      
    wire [3:0] lfsr_out;                         
    PIPO pipo_inst (
        .parin3(parin3),
        .parin2(parin2),
        .parin1(parin1),
        .parin0(parin0),
        .clk(clk),
        .reset(reset),
        .Q3(pipo_out[3]),
        .Q2(pipo_out[2]),
        .Q1(pipo_out[1]),
        .Q0(pipo_out[0])
    );
    counter counter_inst (
        .Q0(Q0),
        .Q1(Q1),
        .Q2(Q2),
        .Q3(Q3),
        .S0(counter_out[0]),
        .S1(counter_out[1]),
        .S2(counter_out[2]),
        .S3(counter_out[3]),
        .carry(carry)
    );
    siso siso_inst (
        .serialin(serialin),
        .clk(clk),
        .reset(reset),
        .serialout(serialout)
    );
    LFSR lfsr_inst (
        .clk(clk),
        .reset(reset),
        .lfsr_out(lfsr_out)
    );
    always @(posedge clk or posedge reset or posedge preset) begin
        if (reset) begin
            {Q3, Q2, Q1, Q0} <= 4'b0000;        
        end else if (preset) begin
            {Q3, Q2, Q1, Q0} <= 4'b1111;        
        end else begin
            case (C)
                2'b00: {Q3, Q2, Q1, Q0} <= pipo_out;              
                2'b01: {Q3, Q2, Q1, Q0} <= counter_out;           
                2'b10: {Q3, Q2, Q1, Q0} <= {serialin, Q3, Q2, Q1};  
                2'b11: {Q3, Q2, Q1, Q0} <= lfsr_out;              
                default: {Q3, Q2, Q1, Q0} <= {Q3, Q2, Q1, Q0};    
            endcase
        end
    end
endmodule

===== flow/config.mk =====
export PLATFORM = sky130hd
export DESIGN_NAME = versatile_register
export DESIGN_NICKNAME = versatile_register
export VERILOG_FILES = /design/flow/design.v
export SDC_FILE = /design/flow/constraint.sdc
export NUM_CORES = 4
export LEC_CHECK = 1
export CORE_AREA = 10 10 93 93
export DIE_AREA = 0 0 103 103

===== flow/run.sh =====
#!/bin/bash
# OpenROAD 26Q1-2900-gdf79404cd8, Yosys 0.63+post, stock flow scripts
make -C /OpenROAD-flow-scripts/flow DESIGN_CONFIG=/design/flow/config.mk WORK_HOME=/design/flow/orfs finish

==> out/metrics.cfg <==
[worst_setup_path]
startpoint_type=register
critical_path_required_ns=1.46
r2r_start=Q1
critPathKind=register to register
endpoint_kind=register
startpoint=Q1
rrSetupSlack_ns=-0.26
r2r_cells=4
path_max_fanout=2
rr_endpoint=Q3
arrival_ns=1.72

[die]
die-area_sq_um=10610
die_x_um=103
io_pins=16
initial_core_util=0.09222
die_h_um=103
row_count=30
core_area_sq_um=6756

[power]
total_power_w=0.001081
peakVddDrop_mv=0.3482
pwr_density_cell_nw_per_um2=1082
power.leakage_nw=0.4036

[clock_tree]
cts_tree=done
ctsRootBufferMaster=clkbuf_8
cts_hold_buffers=0
cts.sinks=17
path_clk_slew_ns=0.06
cts_max_level=1
cts-buffers-inserted=3
clk_latency_ns=0.24
cts.path.max_buffers=2

[worst_hold_path]
worstHoldStart=siso_inst.q2
holdPathEnd=siso_inst.q1
hold_depth=0
hold_class=register to register

[sta]
setup_ws_ns=-0.2622
fmax_mhz=601.6
hold_viol_final=0
finalClockSkew_ns=0.001386
fin_crit_sh=1.187
setup_viol=5
slew_violations=0
fin_crit_ns=1.662
rsz0062_at_grt=true
worstMarginPinSlew_ns=0.2637
relSlewSlack=0.8242

[synth]
synth_area_per_cell_sq_um=22.25
yosysCellCount=28
ys_area_sq_um=623.1
synth.top_cell.area_share=0.3614
top_area_cell=dfrtp_1
mux_area_frac=0.1687
synth_seq_share=0.7390
topCellsByArea=dfrtp_1 (36%), dfbbp_1 (21%), dfstp_2 (17%), mux4_1 (17%), ha_1 (6.0%)
yosysUniqueCellTypes=8
ys_warn_count=8
ys_sh_adder=0.06024
xor_share=0.01406
simple_gate_share=0.006024
syn-cell-area_sq_um=623.1
ys_sh_aoi=0
synth_cells=28
top_logic_kind=multiplexers
ys_ff=17

[run_status]
status=complete, but fails checks
violations=negative setup slack

[place]
portBuffers=15
gp_congestion=0.7984
place_ws_ns=-0.3011
placed_cells=127
dpl.hpwl_um=1058

[job]
cap_violations=0
openroad.warnings=32

[finish]
drive_gt1_frac=0.4630
syn_to_final_growth_pct=60.24
logic_area_sq_um=177.7
final_util=0.1478
layout.cells.non_filler=135
fillers=750
flop_area_sq_um=460.4

[drt]
vias=339
drtIter0Drc=1
routed_wl_um=1232
dr.pass1.iters=2
wl_per_cell_um=9.126
viasPerCell=2.511
ant_nets=0
drc=0

[grt]
grt_pass1_wl_um=2070
gr-total-overflow=0
track_usage=0.02459
antenna_found_initial=1
grt_start_max_net_pins=14
grt_pass1_vias=401

worst max-delay path: stages, from the launching register on:
cell and delay (ns):
dfbbp_1 0.57, ha_4 0.16, ha_4 0.13, ha_4 0.18, mux4_2 0.43
metrics by stage:
stage               TNS, ns  cell area (sq um)  hold slack [ns]
global route        -0.7475              998.5           0.3577
floorplan           -0.3446              643.1           0.1848
finish              -0.6024              998.5           0.3488
CTS                 -0.6029               1003           0.3514
detailed placement   -1.384              923.4           0.3365
global placement     -1.319              923.4           0.3350
routing by layer:
| layer | wire, um | GRT usage | vias up |
|---|---|---|---|
| met3 | 131 | 0.01286 | 4 |
| met1 | 556 | 0.03200 | 166 |
| met2 | 505 | 0.03510 | 13 |
| met4 | 38 | 0.006417 | 0 |
| li1 | - | - | 156 |
| met5 | 0 | 0 | - |
synth_stat cells (all sizes together):
| master | number |
|---|---|
| dfrtp | 9 |
| dfbbp | 4 |
| inv | 2 |
| mux4 | 4 |
| nand2 | 1 |
| dfstp | 4 |
| ha | 3 |
| xor2 | 1 |
registers in the layout, indices dropped and copies added, names as in the netlist:
name	cells
siso_inst.q3	1
siso_inst.q0	1
Q1	1
pipo_inst.Q0	1
siso_inst.q2	1
Q3	1
siso_inst.q1	1
lfsr_inst.lfsr_out	4
siso_inst.serialout	1
Q2	1
Q0	1
pipo_inst.Q3	1
pipo_inst.Q2	1
pipo_inst.Q1	1
layout make-up:
type                       count  area share
sequential                    17      0.4612
timing repair buffer          22      0.2043
multi-input combinational      9      0.1779
tap                           80      0.1003
clock buffer                   3     0.04135
inverter                       2    0.007519
clock inverter                 1    0.005013
antenna                        1    0.002506
placed cells by master (no fill, tap or decap), types with 2 or more instances in the layout:
master and instances:
clkbuf_8 3, ha_4 3, dfbbp_1 4, clkdlybuf4s50_1 9, mux4_2 4, buf_4 5
dfstp_2 4, inv_1 2, buf_6 4, dlygate4sd2_1 3, dfrtp_1 9
repair_timing:
| action | CTS | global route |
|---|---|---|
| gates resized | 17 | 4 |
| endpoints found under the setup margin | 9 | 8 |
| gates cloned | 0 | 0 |
| setup buffers | 3 | 2 |
| pin swaps | 3 | 0 |
logic make-up after synthesis:
kind of cell / count (synthesis)
xor+xnor: 1
fa+ha+maj: 3
buf+inv: 2
flops: 17
mux: 4
simple gates: 1
power breakdown:
group | leakage, nW | internal (W) | switching [W] | total (W)
logic | 0.178 | 0.000121 | 0.0000549 | 0.000176
clock network | 0.0255 | 0.000197 | 0.000149 | 0.000346
registers | 0.200 | 0.000540 | 0.0000181 | 0.000558
worst max-delay path by stage:
stage	endpoint	slack, ns	cells past startpoint
after CTS	Q3	-0.26	4
after global routing	Q3	-0.28	4
final	Q3	-0.26	4
Power is estimated from default activity; no workload was simulated.
